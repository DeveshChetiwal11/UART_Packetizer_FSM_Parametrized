<file path="flow/constraint.sdc">
current_design uart_top

set clk_period 3.7
set clk_io_pct 0.2

create_clock -name clk0 -period $clk_period [get_ports {clk}]

set non_clock_inputs [all_inputs -no_clocks]
set_input_delay [expr $clk_period * $clk_io_pct] -clock clk0 $non_clock_inputs
set_output_delay [expr $clk_period * $clk_io_pct] -clock clk0 [all_outputs]
</file>
<file path="flow/run.sh">
#!/bin/bash
# OpenROAD 26Q1-2900-gdf79404cd8, Yosys 0.63+post, stock flow scripts
make -C /OpenROAD-flow-scripts/flow DESIGN_CONFIG=/design/flow/config.mk WORK_HOME=/design/flow/orfs finish
</file>
<file path="flow/design.v">
module fifo_buffer #(
    parameter DEPTH = 16,                     
    parameter DATA_WIDTH = 8,                 
    parameter ADDR_WIDTH = $clog2(DEPTH)      
) (
    input clk,                                
    input rst,                                
    input [DATA_WIDTH -1:0] data_in,          
    input write_en,                           
    input read_en,                            
    output [DATA_WIDTH -1:0] data_out,        
    output fifo_full,                         
    output fifo_empty,                        
    output data_out_valid                     
);
    reg [DATA_WIDTH -1:0] memory [0:DEPTH-1];
    reg [ADDR_WIDTH-1:0] wr_ptr, rd_ptr;
    reg [ADDR_WIDTH:0] fifo_count;
    always @(posedge clk or posedge rst) begin
        if (rst) begin
            wr_ptr <= 0;
            rd_ptr <= 0;
            fifo_count <= 0;
        end else begin
            if (write_en && (fifo_count < DEPTH)) begin
                memory[wr_ptr] <= data_in;
                wr_ptr <= wr_ptr + 1;
                fifo_count <= fifo_count + 1;
            end
            if (read_en && (fifo_count > 0)) begin
                rd_ptr <= rd_ptr + 1;
                fifo_count <= fifo_count - 1;  
            end
        end
    end
    assign data_out = memory[rd_ptr];
    assign fifo_full = (fifo_count == DEPTH);
    assign fifo_empty = (fifo_count == 0);
    assign data_out_valid = (fifo_count > 0);
endmodule
module uart_top #(
    parameter BAUD_RATE = 9600,
    parameter CLK_FREQ = 50_000_000
)(
    input clk,                    
    input rst,                    
    input [7:0] data_in,          
    input data_valid,             
    input tx_ready,               
    output serial_out,            
    output fifo_full,             
    output tx_busy               
);
    localparam CLKS_PER_BIT = CLK_FREQ / BAUD_RATE;
    wire fifo_empty;
    wire data_out_valid;
    wire [7:0] fifo_data_out;
    wire fifo_read_en;
    fifo_buffer #(
        .DEPTH(16),
        .DATA_WIDTH(8)
    ) fifo_inst (
        .clk(clk),
        .rst(rst),
        .data_in(data_in),
        .write_en(data_valid),
        .read_en(fifo_read_en),
        .data_out(fifo_data_out),
        .fifo_full(fifo_full),
        .fifo_empty(fifo_empty),
        .data_out_valid(data_out_valid)
    );
    uart_tx #(
        .CLKS_PER_BIT(CLKS_PER_BIT)
    ) uart_tx_inst (
        .clk(clk),
        .rst(rst),
        .tx_ready(tx_ready),
        .fifo_empty(fifo_empty),
        .fifo_data_out(fifo_data_out),
        .fifo_read(fifo_read_en),
        .serial_out(serial_out),
        .tx_busy(tx_busy)
    );
endmodule
module uart_tx #(
    parameter CLKS_PER_BIT = 50_000_000/9600  
) (
    input clk,
    input rst,
    input tx_ready,
    input fifo_empty,
    input [7:0] fifo_data_out,
    output reg fifo_read,
    output reg serial_out,
    output tx_busy
);
    parameter IDLE      = 2'b00;
    parameter START_BIT = 2'b01;
    parameter DATA_BITS = 2'b10;
    parameter STOP_BIT  = 2'b11;
    reg [1:0] state        = 0;
    reg [15:0] clock_count = 0;
    reg [2:0] bit_index    = 0;
    reg [7:0] Data         = 0;
    always @(posedge clk or posedge rst) begin
        if (rst) begin
            state       <= IDLE;
            serial_out  <= 1;
            tx_busy     <= 0;
            fifo_read   <= 0;
            clock_count <= 0;
            bit_index   <= 0;
        end else begin
            fifo_read <= 0;
            case (state)
                IDLE :
                  begin
                    serial_out <= 1;
                    clock_count <= 0;
                    bit_index <= 0;
                    if (~fifo_empty && tx_ready) begin
                        tx_busy <= 1;
                        Data <= fifo_data_out;
                        fifo_read <= 1;
                        state <= START_BIT;
                    end
                  end
                START_BIT :
                  begin
                    serial_out <= 0;
                    if (clock_count  < CLKS_PER_BIT - 1) begin
                        clock_count  <= clock_count  + 1;
                    end else begin
                        clock_count  <= 0;
                        state <= DATA_BITS;
                    end
                  end
                DATA_BITS :
                  begin
                    serial_out <= Data[bit_index];
                    if (clock_count  < CLKS_PER_BIT - 1) begin
                        clock_count <= clock_count + 1;
                    end else begin
                        clock_count <= 0;
                        if (bit_index < 7) begin
                            bit_index <= bit_index + 1;
                        end else begin
                            bit_index <= 0;
                            state <= STOP_BIT;
                        end
                    end
                  end
                STOP_BIT :
                  begin
                    serial_out <= 1;
                    if (clock_count < CLKS_PER_BIT - 1) begin
                        clock_count <= clock_count + 1;
                    end else begin
                        clock_count <= 0;
                        state <= IDLE;
                        tx_busy <= 0;
                    end
                  end
                default :
                  state <= IDLE;
            endcase
        end
    end
endmodule
</file>
<file path="flow/config.mk">
export PLATFORM = sky130hd
export DESIGN_NAME = uart_top
export DESIGN_NICKNAME = uart_top
export VERILOG_FILES = /design/flow/design.v
export SDC_FILE = /design/flow/constraint.sdc
export NUM_CORES = 4
export LEC_CHECK = 1
export CORE_UTILIZATION = 30
</file>
==> out/metrics.cfg <==
[status]
status=complete, no violations

[final_layout]
fill_cells=2181
fin_area_um2=8370
finalNonFillerCells=876
syn_to_final_growth_pct=17.1
drive_gt1_frac=0.124

[worst_setup_path]
start_kind=flop
crit_path_end_kind=primary output
crit_path_top_delay_cell=or4_4
rr_worst_depth=8
r2r-end=fifo_inst.fifo_count[4]$_DFFE_PP0P_
cpPeakStageDelay_ps=540
path_max_fanout=4
worst-path-buf-inv=1
cp.required_ps=2960
crit_arrival_ps=1990
critical_path_class=reg2out
r2r_start=fifo_inst.fifo_count[0]$_DFFE_PP0P_
cp_cell_sequence=or4_4 -> nor2_1 -> clkdlybuf4s50_1
r2r_setup_slack_ps=1010
cp_top_family=simple AND/OR/NAND/NOR gates
crit_path_start=fifo_inst.fifo_count[0]$_DFFE_PP0P_

[clock_network]
cts-hold-fix-buffers=0
postCtsSetupBuffers=0
cts.sink_count=173
cts_resized=0
cts_inserted_buffers=17
cts.clk_slew.worst_paths_ps=70
clock-root-buffer=clkbuf_16
cts_buffer_depth=2
cts_tree=done
h-tree-depth=4
clk-insertion-delay-late_ps=430

[flow_run]
max_cap_violations=0
log.warning_count=35

[power]
swShare=0.340
p_sw_w=0.00205
intPower_w=0.00398
p_total_w=0.00603
clkPwrFrac=0.287
leakage_nw=2.87
p_seq_frac=0.415
ir_drop_v=0.000327
power_density_nw_per_um2=720
pwr-share-comb=0.298

[yosys]
syn_area_per_cell_um2=14.1
yosys.area.top_type=edfxtp_1
fa_ha_area_frac=0.0343
async_reset_ff_frac=0.214
top_cells_by_area=edfxtp_1 57%, dfrtp_1 13%, ha_1 3.2%, nand2_1 2.5%, nor2_1 1.9%
ys_sh_mux=0.0240
ys_sh_simple=0.0849
top_logic_kind=AND-OR/OR-AND gates
ys_chip_area_um2=7150
edf_count=136
ys_cells=507
ys_sh_xor=0.0245
yosysTopAreaCellShare=0.571
syn_inst=507
ys_sh_aoi=0.108
synth_cell_types=50
ys.flop_type=edfxtp_1
yosysSeqAreaShare=0.701
synthesis.area_um2=7150
ys.flops=173
ys.warnings.count=6

[hold_path]
min_from=uart_tx_inst.clock_count[0]$_DFF_PP0_
hold_depth=1
hold_path_class=reg2reg
holdPathEnd=uart_tx_inst.clock_count[0]$_DFF_PP0_

[final_timing]
max_freq_mhz=367
period_used_share=0.737
worst_pin_slew_ps=847
hold_viol_final=0
finalCriticalPeriod_ps=2730
postLayoutSetupSlackWorst_ps=972
finalSetupViolCount=0
slew_violations=0
rsz0062_at_grt=no
finClkSkew_ps=12.0
relSlewSlack=0.435
setup_tns_ps=0

[place]
dpl.hpwl_um=9650
place_ws_ps=1050
dp.cells=844
io_buffers=14
finalWeightedCongestion=0.843
placed_area_um2=7790

[die]
dieWidth_um=156
rows=56
dieArea_um2=24400
core_util_floorplan=0.305
fp.dieH_um=156
core_um2=23400
ios=15

[routing]
drc=0
vias_per_cell=4.97
antenna_cells=0
drt_iter0_drc=313
antenna_left=0
totalWireLength_um=15400
wl_per_cell_um=17.6
vias=4352
drt_pass1_iterations=9

[grt]
grt_pass1_vias=4454
grt_usage=0.140
grt_first_pass_wirelength_um=24500
grt_max_degree=39
antenna_found_initial=0
grt-ovfl-total=0

==> cells by family after synthesis <==
group,count (synthesis)
flip-flops,173
AND/OR/NAND/NOR,134
AND-OR/OR-AND,109
buffers and inverters,40
XOR/XNOR,20
adder cells (fa/ha/maj),19
multiplexers,11
other,1
==> worst register-to-register path, stage by stage (launching register included) <==
cell,delay [ps]
dfrtp_1,440
or4_4,550
o21a_1,340
fa_1,510
a21o_1,200
a21oi_1,240
nor2_1,80
a21oi_1,160
nand2_1,60
==> metrics by stage <==
| step | util | hold WS, ps |
|---|---|---|
| 6_report | 0.358 | 488 |
| 5_1_grt | 0.358 | 536 |
| 4_1_cts | 0.358 | 491 |
| 3_5_place_dp | 0.333 | 482 |
| 3_3_place_gp | 0.333 | 476 |
| 2_1_floorplan | - | 455 |
==> area by class of cell <==
cell class	instances	area, um^2	share of cell area
sequential	173	5010	0.599
clock inverter	15	158	0.0188
inverter	15	56.3	0.00673
clock buffer	17	425	0.0508
multi-input combinational	296	1980	0.236
timing repair buffer	41	343	0.0410
tap	319	399	0.0477
==> Yosys cell counts, drive strengths merged, types with 2 or more instances <==
master    n
and3      4
a211oi    6
a22o      4
a222oi   13
a31oi     5
buf       9
mux2      3
o21a      2
edfxtp  136
nor2     36
a221oi   13
o211ai    3
mux4      4
nand3    20
clkbuf   16
a22oi    11
ha       18
o22a      2
nand2    47
dfrtp    36
nand3b    2
nand4     4
a21o      2
a21oi    25
o21ai    17
mux2i     4
nand2b    3
nor3      8
and2      3
xor2      5
xnor2    15
nor2b     2
inv      15
o22ai     2
==> how the worst max path moves through the flow <==
| stage | depth (start not counted) | end |
|---|---|---|
| CTS | 3 | fifo_full |
| global route | 3 | fifo_full |
| finish | 3 | fifo_full |
==> power by group through the flow <==
stage / clock network [W] / registers, W / logic (W)
finish: 0.00173 / 0.00250 / 0.00180
global route: 0.00185 / 0.00253 / 0.00201
CTS: 0.00177 / 0.00251 / 0.00180
==> flip-flops by register name, indices dropped and copies added, names as in the netlist, 2 cells and up <==
name                      cells
fifo_inst.fifo_count          5
fifo_inst.memory            128
fifo_inst.rd_ptr              4
fifo_inst.wr_ptr              4
uart_tx_inst.Data             8
uart_tx_inst.bit_index        3
uart_tx_inst.clock_count     16
uart_tx_inst.state            2
==> cell usage in the layout (no fill, tap or decap), drive strengths merged, types with 5 or more instances in the layout <==
master and count:
a21oi 25, clkinv 5, nor2 36, buf 27, clkdlybuf4s50 14, edfxtp 136
dfrtp 36, nand3 20, ha 18, inv 20, a22oi 11, clkbuf 17
a222oi 13, nand2 47, a211oi 6, xor2 5, a221oi 13, xnor2 15
nor3 8, a31oi 5, o21ai 17
==> per-layer routing <==
metal / vias up / share of wire / GRT usage
met2: 213 / 0.45 / 0.207
met4: 2 / 0.011 / 0.0135
li1: 2012 / - / -
met1: 2109 / 0.40 / 0.182
met3: 16 / 0.13 / 0.0902
met5: - / 0.0037 / 0.0186
Power is estimated from default activity; no workload was simulated.
