--- flow/run.sh ---
#!/bin/bash
# OpenROAD 26Q1-2900-gdf79404cd8, Yosys 0.63+post, stock flow scripts
make -C /OpenROAD-flow-scripts/flow DESIGN_CONFIG=/design/flow/config.mk WORK_HOME=/design/flow/orfs finish
--- flow/config.mk ---
export PLATFORM = sky130hd
export DESIGN_NAME = uart_rx
export DESIGN_NICKNAME = uart_rx
export VERILOG_FILES = /design/flow/design.v
export SDC_FILE = /design/flow/constraint.sdc
export NUM_CORES = 4
export LEC_CHECK = 1
export CORE_UTILIZATION = 30
--- flow/constraint.sdc ---
current_design uart_rx

set clk_period 3.6
set clk_io_pct 0.2

create_clock -name clk0 -period $clk_period [get_ports {clk}]

set non_clock_inputs [all_inputs -no_clocks]
set_input_delay [expr $clk_period * $clk_io_pct] -clock clk0 $non_clock_inputs
set_output_delay [expr $clk_period * $clk_io_pct] -clock clk0 [all_outputs]
--- flow/design.v ---
module uart_rx #(
    parameter CLKS_PER_BIT = 50_000_000/9600  
)(
    input clk,             
    input rst,             
    input serial_in,       
    output reg [7:0] data_out,    
    output reg data_valid         
);
    parameter IDLE         = 2'b00;   
    parameter START_BIT    = 2'b01;   
    parameter DATA_BITS    = 2'b10;   
    parameter STOP_BIT     = 2'b11;   
    reg [2:0] state     = 0;          
    reg [15:0] clock_count = 0;       
    reg [2:0] bit_index   = 0;        
    reg [7:0] rx_Data     = 0;        
    always @(posedge clk or posedge rst) begin
        if (rst) begin
            state <= IDLE;
            clock_count <= 0;
            bit_index <= 0;
            data_valid <= 0;
        end else begin
            data_valid <= 0;  
            case (state)
                IDLE : begin
                    if (~serial_in) begin  
                        state <= START_BIT;
                        clock_count <= 0;
                    end
                end
                START_BIT : begin
                    if (clock_count == (CLKS_PER_BIT - 1) / 2) begin
                        if (~serial_in) begin  
                            clock_count <= 0;
                            state <= DATA_BITS;
                        end else begin
                            state <= IDLE;  
                        end
                    end else begin
                        clock_count <= clock_count + 1;
                    end
                end
                DATA_BITS : begin
                    if (clock_count < CLKS_PER_BIT - 1) begin
                        clock_count <= clock_count + 1;
                    end else begin
                        clock_count <= 0;
                        rx_Data[bit_index] <= serial_in;  
                        if (bit_index < 7) begin
                            bit_index <= bit_index + 1;
                        end else begin
                            bit_index <= 0;
                            state <= STOP_BIT;
                        end
                    end
                end
                STOP_BIT : begin
                    if (clock_count < CLKS_PER_BIT - 1) begin
                        clock_count <= clock_count + 1;
                    end else begin
                        if (serial_in) begin
                            data_valid <= 1;
                            data_out <= rx_Data;  
                        end
                        state <= IDLE;  
                    end
                end
                default : state <= IDLE;
            endcase
        end
    end
endmodule
==> metrics.cfg <==
[final_layout]
mostFrequentLayoutCells = nand2_1, dfrtp_1, a21oi_1, o21ai_0, edfxtp_1
final_util = 0.357
lay_top_count = nand2_1
fillerInstances = 700
synthToLayoutAreaGrowth_pct = 13.2
drive_above_1_share = 0.0897

[pwr]
power.share.switching = 0.376
leakage_nw = 0.998
peakVddDrop_mv = 0.220
switchingPower_mw = 0.630
clockPowerShare = 0.259
p_comb_frac = 0.331
powerDensity_nw_per_um2 = 680
seq_power_share = 0.410
power_mw = 1.67
p_int_mw = 1.04

[min_path]
hp-class = reg -> reg

[synthesis]
synthesis.area_um2 = 2180
synth-main-ff-cell = dfrtp_1
syn_inst = 225
ys_seq_frac = 0.474
ys_cells = 225
yosys_warnings = 1
synthDistinctLibCells = 49
ys_area_um2 = 2180
ys_ff = 38
async_flop_share = 0.579
edf_count = 16
avgSynthCellArea_um2 = 9.67

[detailed_routing]
n_antenna_cell = 0
drc = 0
drtIter0Drc = 86
routed_via_density = 5.14
via_count = 1697
drt_pass1_iterations = 4
post_drt_wl_per_cell_um = 13.4
totalWireLength_um = 4430
ant_nets = 0

[flow_run]
warnings = 29
drv_cap = 0

[cts]
cts_tree = built
postCtsHoldBufs = 0
post-cts-setup-buffers = 0
clkTransAtPathRegs_ps = 80
cts_resized = 0
cts_buffers = 5
cts-root-buf = clkbuf_8
h-tree-depth = 2
clk_latency_ps = 290
cts_buffer_depth = 2
clock-sinks = 38

[final_timing]
rsz0062_at_grt = false
finalCriticalPeriod_ps = 2530
max_freq_ghz = 0.395
drv_slew = 0
worst_slew_pin_slew_ps = 652
fin_setup_tns_ps = 0
max_slew_margin = 0.564
timing.final.crit_share = 0.704
finClkSkew_ps = 2.98
report.final.hold_viol_count = 0
setup_viol = 0

[global_route]
grt_max_degree = 24
antenna_found_initial = 0
overflow = 0
grt_use_total = 0.129
grt_pass1_wl_um = 7580
grt_pass1_vias = 1543

[placement]
gp_congestion = 0.842
portBuffers = 11
hpwlAfterDp_um = 3060

[floorplan]
fp.dieW_um = 87.2
placementRows = 30
pin_count = 12
die_area_um2 = 7600
die_height_um = 87.2
core_area_um2 = 6910
initCoreUtil = 0.315

[worst_setup_path]
critPathLaunchType = flip-flop
crit_fanout = 8
crit_arrival_ps = 2460
path_class = reg -> reg
worst_ep_required_time_ps = 3530
end_kind = flip-flop

[status]
status = completed

layer usage:
metal  GRT usage  up-vias  wire length, um
met5           0        -                0
met4      0.0164        0               75
met3      0.0288        6              203
met2       0.188       39             1910
met1       0.209      793             2240
li1            -      859                -
power groups by stage:
| stage | clock (mW) | sequential (mW) | combinational (mW) |
|---|---|---|---|
| CTS | 0.448 | 0.683 | 0.553 |
| global route | 0.463 | 0.707 | 0.634 |
| finish | 0.435 | 0.687 | 0.554 |
worst max-delay path: stages, from the launching register on:
cell and delay, ps:
dfrtp_1 420, ha_1 260, a21o_1 150, a311o_1 240, a21oi_2 130, or3_1 430
nor2_1 540
path summary, 6_finish.rpt:
kind	start	to	slack, ps	cells after the start
min	rx_Data[2]$_DFFE_PP_	data_out[2]$_DFFE_PP_	460	0
max reg2reg	clock_count[0]$_DFFE_PP0P_	rx_Data[7]$_DFFE_PP_	1070	6
min reg2reg	rx_Data[2]$_DFFE_PP_	data_out[2]$_DFFE_PP_	460	0
max in group asynchronous	rst	clock_count[14]$_DFFE_PP0P_	2530	3
max	clock_count[0]$_DFFE_PP0P_	rx_Data[7]$_DFFE_PP_	1070	6
min in group asynchronous	rst	bit_index[2]$_DFFE_PP0P_	840	3
cell families after synthesis:
family / after synthesis / share of synthesized area
simple gates: 90 / 0.209
compound gates: 67 / 0.197
flops: 38 / 0.474
buf+inv: 18 / 0.0529
fa+ha+maj: 6 / 0.0345
xor+xnor: 3 / 0.0121
mux: 3 / 0.0201
final cells by class:
cell class | count | area [um2] | share of cell area
clock buffers | 5 | 68.8 | 0.0279
clock inverters | 3 | 68.8 | 0.0279
inverters | 7 | 26.3 | 0.0107
multi-input cells | 169 | 1030 | 0.418
flip-flops and latches | 38 | 1030 | 0.419
well taps | 96 | 120 | 0.0488
repair buffers | 12 | 118 | 0.0478
state kept, by name, summed over array words and instances (netlist names):
register,cells
data_valid,1
rx_Data,8
clock_count,16
bit_index,3
state,2
data_out,8
synth_stat cells, types with 2 or more instances:
master    count  area, um2
a21oi_1      17       85.1
buf_6         3       33.8
xnor2_1       2       17.5
o31ai_1       2       15.0
o21ai_0      17       85.1
a21o_1        2       15.0
a22oi_1       3       22.5
clkbuf_8      2       27.5
nand2b_1      2       12.5
and4_1        3       26.3
a31o_2        3       26.3
nor3_1        7       35.0
and3_1        5       31.3
inv_1         7       26.3
nor4_1        2       12.5
nand4_1       2       12.5
nand3_1      12       60.1
dfrtp_1      22        551
a22o_1        5       43.8
nand2_1      31        116
a31oi_1       9       56.3
ha_1          6       75.1
or3_1         2       12.5
clkbuf_1      4       15.0
nor2_1       14       52.6
and2_1        3       18.8
edfxtp_1     16        480
through the flow:
step | area (um2) | setup slack [ps] | hold slack [ps] | cells
after floorplan | 2180 | 1340 | 422 | 225
after global placement | 2320 | 1150 | 437 | 322
after detailed placement | 2320 | 1100 | 440 | 322
after CTS | 2460 | 1040 | 460 | 330
after global routing | 2460 | 863 | 479 | 330
final | 2460 | 1070 | 457 | 330
Power and IR drop assume default switching activity.
